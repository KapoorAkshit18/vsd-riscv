<file path="/design/flow/config.mk">
export PLATFORM = sky130hd
export DESIGN_NAME = rv32i
export DESIGN_NICKNAME = rv32i
export VERILOG_FILES = /design/flow/design.v
export SDC_FILE = /design/flow/constraint.sdc
export NUM_CORES = 4
export LEC_CHECK = 1
export CORE_UTILIZATION = 50
</file>
<file path="/design/flow/run.sh">
#!/bin/bash
# OpenROAD 26Q1-2900-gdf79404cd8, Yosys 0.63+post, stock flow scripts
make -C /OpenROAD-flow-scripts/flow DESIGN_CONFIG=/design/flow/config.mk WORK_HOME=/design/flow/orfs finish
</file>
<file path="/design/flow/design.v">
module rv32i(
	clk,
	rn,
	npc,
	WB_OUT);
input clk;
input rn;
output reg [31:0]WB_OUT;
output reg [31:0]npc;
integer k;
wire  EX_MEM_COND ;
reg 
BR_EN;
reg[31:0] 
IF_ID_IR,
IF_ID_npc;                                
reg[31:0] 
ID_EX_A,
ID_EX_B,
ID_EX_RD,
ID_EX_IMMEDIATE,
ID_EX_IR,ID_EX_npc;      
reg[31:0] 
EX_MEM_ALUOUT,
EX_MEM_B,EX_MEM_IR;                        
parameter 
ADD=3'd0,
SUB=3'd1,
AND=3'd2,
OR=3'd3,
XOR=3'd4,
SLT=3'd5,
ADDI=3'd0,
SUBI=3'd1,
ANDI=3'd2,
ORI=3'd3,
XORI=3'd4,
LW=3'd0,
SW=3'd1,
BEQ=3'd0,
BNE=3'd1,
SLL=3'd0,
SRL=3'd1;
parameter 
AR_TYPE=7'd0,
M_TYPE=7'd1,
BR_TYPE=7'd2,
SH_TYPE=7'd3;
reg[31:0] 
MEM_WB_IR,
MEM_WB_ALUOUT,
MEM_WB_LDM;                      
reg [31:0]REG[0:31];                                               
reg [31:0]MEM[0:31];                                             
reg [31:0]DM[0:31];   
always @(posedge clk or posedge rn) begin
    if(rn) begin
    npc<= 32'd0;
    BR_EN<= 1'd0; 
    REG[0] <= 32'h00000000;
    REG[1] <= 32'd1;
    REG[2] <= 32'd2;
    REG[3] <= 32'd3;
    REG[4] <= 32'd4;
    REG[5] <= 32'd5;
    REG[6] <= 32'd6;
    end
    else begin
    npc <= BR_EN ? EX_MEM_ALUOUT : npc +32'd1;
    BR_EN <= 1'd0;
    IF_ID_IR <=MEM[npc];
    IF_ID_npc <=npc+32'd1;
    end
end
always @(posedge rn) begin
MEM[0] <= 32'h02208300;          
MEM[1] <= 32'h02209380;          
MEM[2] <= 32'h0230a400;          
MEM[3] <= 32'h02513480;          
MEM[4] <= 32'h0240c500;          
MEM[5] <= 32'h02415580;          
MEM[6] <= 32'h00520600;          
MEM[7] <= 32'h00209181;          
MEM[8] <= 32'h00208681;          
MEM[9] <= 32'h00f00002;          
MEM[25] <= 32'h00210700;          
end
always @(posedge clk) begin
ID_EX_A <= REG[IF_ID_IR[19:15]];
ID_EX_B <= REG[IF_ID_IR[24:20]];
ID_EX_RD <= REG[IF_ID_IR[11:7]];
ID_EX_IR <= IF_ID_IR;
ID_EX_IMMEDIATE <= {{20{IF_ID_IR[31]}},IF_ID_IR[31:20]};
ID_EX_npc<=IF_ID_npc;
end
always@(posedge clk) begin
EX_MEM_IR <=  ID_EX_IR;
case(ID_EX_IR[6:0])
AR_TYPE:begin
    if(ID_EX_IR[31:25]== 7'd1)begin
    case(ID_EX_IR[14:12])
    ADD:EX_MEM_ALUOUT <= ID_EX_A + ID_EX_B;
    SUB:EX_MEM_ALUOUT <= ID_EX_A - ID_EX_B;
    AND:EX_MEM_ALUOUT <= ID_EX_A & ID_EX_B;
    OR :EX_MEM_ALUOUT <= ID_EX_A | ID_EX_B;
    XOR:EX_MEM_ALUOUT <= ID_EX_A ^ ID_EX_B;
    SLT:EX_MEM_ALUOUT <= (ID_EX_A < ID_EX_B) ? 32'd1 : 32'd0;
    endcase
    end
    else begin
        case(ID_EX_IR[14:12])
        ADDI:EX_MEM_ALUOUT <= ID_EX_A + ID_EX_IMMEDIATE;
        SUBI:EX_MEM_ALUOUT <= ID_EX_A - ID_EX_IMMEDIATE;
        ANDI:EX_MEM_ALUOUT <= ID_EX_A & ID_EX_B;
        ORI:EX_MEM_ALUOUT  <= ID_EX_A | ID_EX_B;
        XORI:EX_MEM_ALUOUT <= ID_EX_A ^ ID_EX_B;
        endcase
    end
end
M_TYPE:begin
    case(ID_EX_IR[14:12])
    LW  :EX_MEM_ALUOUT <= ID_EX_A + ID_EX_IMMEDIATE;
    SW  :EX_MEM_ALUOUT <= ID_EX_IR[24:20] + ID_EX_IR[19:15];
    endcase
end
BR_TYPE:begin
    case(ID_EX_IR[14:12])
    BEQ:begin 
    EX_MEM_ALUOUT <= ID_EX_npc+ID_EX_IMMEDIATE;
    BR_EN <= 1'd1 ? (ID_EX_IR[19:15] == ID_EX_IR[11:7]) : 1'd0;
end
BNE:begin 
    EX_MEM_ALUOUT <= ID_EX_npc+ID_EX_IMMEDIATE;
    BR_EN <= (ID_EX_IR[19:15] != ID_EX_IR[11:7]) ? 1'd1 : 1'd0;
end
endcase
end
SH_TYPE:begin
case(ID_EX_IR[14:12])
SLL:EX_MEM_ALUOUT <= ID_EX_A << ID_EX_B;
SRL:EX_MEM_ALUOUT <= ID_EX_A >> ID_EX_B;
endcase
end
endcase
end
always@(posedge clk) begin
MEM_WB_IR <= EX_MEM_IR;
case(EX_MEM_IR[6:0])
AR_TYPE:MEM_WB_ALUOUT <=  EX_MEM_ALUOUT;
SH_TYPE:MEM_WB_ALUOUT <=  EX_MEM_ALUOUT;
M_TYPE:begin
case(EX_MEM_IR[14:12])
LW:MEM_WB_LDM <= DM[EX_MEM_ALUOUT];
SW:DM[EX_MEM_ALUOUT]<=REG[EX_MEM_IR[11:7]];
endcase
end
endcase
end
always@(posedge clk) begin
case(MEM_WB_IR[6:0])
AR_TYPE:begin 
WB_OUT<=MEM_WB_ALUOUT;
REG[MEM_WB_IR[11:7]]<=MEM_WB_ALUOUT;
end
SH_TYPE:begin
WB_OUT<=MEM_WB_ALUOUT;
REG[MEM_WB_IR[11:7]]<=MEM_WB_ALUOUT;
end
M_TYPE:begin
case(MEM_WB_IR[14:12])
LW:begin
WB_OUT<=MEM_WB_LDM;
REG[MEM_WB_IR[11:7]]<=MEM_WB_LDM;
end
endcase
end
endcase
end
endmodule
</file>
<file path="/design/flow/constraint.sdc">
current_design rv32i

set clk_period 25.4
set clk_io_pct 0.2

create_clock -name clk0 -period $clk_period [get_ports {clk}]
create_clock -name clk1 -period $clk_period [get_ports {rn}]

set non_clock_inputs [all_inputs -no_clocks]
set_input_delay [expr $clk_period * $clk_io_pct] -clock clk0 $non_clock_inputs
set_output_delay [expr $clk_period * $clk_io_pct] -clock clk0 [all_outputs]
</file>
==> results.txt <==
This note records the results obtained with Yosys and OpenROAD.

Global route
The first global-routing pass estimated 345000 µm of wire. The via count of the first global-routing pass is 48800. The global route stage reports its total congestion overflow as 0. The global-route total usage across every layer is 36.5%.

The largest net degree at the start of global routing is 77. The number of antenna violations at the first check in global routing was 13.

Drt
Per the post-route antenna check, the number of violating nets is 0. The via-per-instance ratio is 6.63. The iteration count recorded for the first detailed-route pass is 7. The total via count after detailed routing is 47100. TritonRoute output was used to compute an average wire per cell of 34.1 µm. The final layout contains routed wiring with a total length of 242000 µm. The DRC violations left is 0. Per the log, the first TritonRoute iteration ended with a DRC count of 4449.

Layout
The number of non-filler instances in the completed layout is 7098. The area growth from synthesis to layout is 12.9%. The fraction of layout instances using a drive strength above 1 is 17.4%. The filler cell count is 11200. The layout stage reports a final design area of 82700 µm².

CTS
The post-cts sizing count is 0. The report puts the hold buffer count at CTS at 0. The clock-pin slew of the registers on the worst-case setup and hold paths is 0.06 ns. The clock tree from TritonCTS is built. The post-CTS setup buffer count is 0.

STA
For reference, the final report shows the max-slew violation count at 0. Per the slew report, the remaining headroom to the max-slew limit stands at 32.6%. The number of setup violations in the final report is 0. The worst setup skew after layout is 0.0661 ns. Setup repair after global routing left no endpoint under its margin. The count of final hold-check violations is 48. The sum of negative setup slack is 0 ns. For the pin with the worst max-slew slack, the measured transition is 1.01 ns. The most critical hold endpoint after final layout shows a slack of -0.256 ns.

Synthesis
The async set-or-reset flop fraction in the synthesized netlist is 1.94%. A synthesized cell averages 15.1 µm². After synthesis the netlist holds a flip-flop and latch count of 1650. The number of library cell types mapped by synthesis is 105. The post-synthesis instance area is 73300 µm². The number of synthesized flops with an enable pin is 1488. The most common cell in the netlist is edfxtp_1.

The proportion of netlist area held by the largest area contributor is 61.0%. The chip area line in the Yosys stat output reads 73300 µm². For this design, Yosys synthesis ends with a cell count of 4855. For reference, the top cells by area after synthesis are edfxtp_1, mux4_2, dfxtp_1.

The synthesis run shows the most used standard cells to be edfxtp_1, nor2_1, mux4_2. Looking at the cell usage after synthesis, the top flip-flop cell is edfxtp_1. The largest total area in the synthesized netlist belongs to edfxtp_1. Synthesis produced 4855 cells.

The warning tally printed by Yosys for this design is 1125. The sequential fraction of the synthesis area is 65.6%.

Critical path
The critical path endpoint has a required time of 25.90 ns. The worst-case register-to-register setup slack is 20.12 ns. The data arrival time reported for the critical path is 13.12 ns.

STA classifies the critical path endpoint as a register. The kind of critical path is clock port to register. The maximum fanout encountered on the critical timing path is 15. The startpoint class of the critical path is a clock port.

Job
The OpenROAD warning count is 179. The number of maximum-capacitance violations recorded for the run is 0.

Place
After its last routability iteration, the placer logged a weighted congestion of 1.03. Detailed placement reports a standard cell area of 76800 µm². According to the dpl log, the detail-placed design has an HPWL of 152000 µm. The number of I/O port buffers is 64.

The number of placed instances, taps included, is 6696.

Power and ir drop
For this design the ratio of total power to cell area is 66.7 nW/µm². The overall power after layout is 5510 µW. The analysis attributes to cell leakage a power of 0.0293 µW.

IR analysis of the VDD net gives a maximum drop of 0.0610 mV.

Worst hold path
The class of the most critical hold timing path is clock port to register.

Floorplan
In this run the vertical extent of the chip is 385 µm. After floorplanning, the core was divided into 140 placement rows. The die covers 148000 µm².

The share of the core area taken by cells at floorplan is 50.3%. Pin placement for this block handled 66 I/O pins. Measured along the x axis, the die boundary spans 385 µm. The total area inside the core boundary comes to 146000 µm².

Status
The checks that failed: negative hold slack. The flow ran to the end, but the final reports show violations.
worst max-delay path, stage by stage:
cell and delay, ns:
clkbuf_16 0.17, clkbuf_16 0.18, inv_1 0.07
per-stage QoR:
step | setup slack (ns) | utilization, %
CTS | 12.81 | 56.8
floorplan | 10.67 | -
finish | 12.78 | 56.8
detailed placement | 10.67 | 52.8
global route | 12.77 | 56.8
global placement | 10.67 | 52.8
power by group:
group	internal (µW)	switching, µW	total (µW)
registers	2930	0	2930
clock network	1420	1160	2580
logic	0	0	0.00734
final timing paths:
path | from | cells after the start | to
worst max-delay path | rn | 3 | IF_ID_npc[31]$_DFFE_PN_
worst min-delay path | rn | 3 | IF_ID_npc[15]$_DFFE_PN_
worst max register to register | ID_EX_A[18]$_DFF_P_ | 11 | EX_MEM_ALUOUT[25]$_DFFE_PP_
worst min register to register | IF_ID_npc[9]$_DFFE_PN_ | 0 | ID_EX_npc[9]$_DFF_P_
max in group asynchronous | rn | 3 | npc[3]$_DFF_PP0_
min in group asynchronous | rn | 3 | npc[14]$_DFF_PP0_
state kept, by name, indices dropped and copies added, names as in the netlist:
| register | cells |
|---|---|
| ID_EX_IMMEDIATE | 5 |
| ID_EX_npc | 32 |
| MEM_WB_ALUOUT | 32 |
| MEM_WB_LDM | 32 |
| WB_OUT | 32 |
| npc | 32 |
| EX_MEM_IR | 9 |
| REG | 288 |
| DM | 1024 |
| IF_ID_npc | 32 |
| MEM_WB_IR | 9 |
| ID_EX_B | 32 |
| ID_EX_IR | 11 |
| EX_MEM_ALUOUT | 32 |
| IF_ID_IR | 16 |
| ID_EX_A | 32 |
cell usage in the layout (no fill, tap or decap), drive strengths merged, types with 32 or more instances in the layout:
cell and n:
a211oi 56, a21oi 194, a221oi 86, a222oi 61, a22o 65, a22oi 218
and2 41, buf 200, clkbuf 219, clkdlybuf4s50 64, clkinv 75, dfrtp 32
dfxtp 130, edfxtp 1488, ha 120, inv 221, mux2 48, mux2i 69
mux4 288, nand2 180, nand3 137, nand4 68, nor2 294, nor3 78
nor4 33, o21ai 127, xnor2 89
metal layers:
layer	up-vias	part of all wire [%]	track usage (%)
li1	20000	-	-
met1	23100	36	52.8
met2	3559	43	47.0
met3	461	18	27.4
met4	22	3.2	9.58
met5	-	0.11	1.07
area by class of cell:
| class | instances | area, µm² | share of cell area [%] |
|---|---|---|---|
| Clock inverter | 181 | 1380 | 1.66 |
| Sequential cell | 1650 | 48100 | 58.1 |
| Timing Repair Buffer | 264 | 2150 | 2.60 |
| Antenna cell | 3 | 7.51 | 0.00907 |
| Inverter | 133 | 499 | 0.603 |
| Multi-Input combinational cell | 2731 | 23700 | 28.6 |
| Clock buffer | 219 | 4540 | 5.49 |
| Tap cell | 1917 | 2400 | 2.90 |
cells by family after synthesis:
kind of cell    after synthesis  share of synthesized area, %
compound gates             1098                          11.0
xor+xnor                    112                          1.34
buf+inv                     474                          2.67
flops                      1650                          65.6
fa+ha+maj                   126                          2.21
simple gates                990                          6.64
mux                         405                          10.5
No activity file was given, so power comes from the tool's default toggle rates.
